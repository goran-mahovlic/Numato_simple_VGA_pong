==> flow/design.v <==
module hvsync_generator(clk, vga_h_sync, vga_v_sync, inDisplayArea, CounterX, CounterY);
input clk;
output vga_h_sync, vga_v_sync;
output inDisplayArea;
output [9:0] CounterX;
output [8:0] CounterY;
reg [9:0] CounterX;
reg [8:0] CounterY;
wire CounterXmaxed = (CounterX==10'h2FF);
always @(posedge clk)
if(CounterXmaxed)
	CounterX <= 0;
else
	CounterX <= CounterX + 1;
always @(posedge clk)
if(CounterXmaxed) CounterY <= CounterY + 1;
reg	vga_HS, vga_VS;
always @(posedge clk)
begin
	vga_HS <= (CounterX[9:4]==6'h2D);  
	vga_VS <= (CounterY==500);  
end
reg inDisplayArea;
always @(posedge clk)
if(inDisplayArea==0)
	inDisplayArea <= (CounterXmaxed) && (CounterY<480);
else
	inDisplayArea <= !(CounterX==639);
assign vga_h_sync = ~vga_HS;
assign vga_v_sync = ~vga_VS;
endmodule
==> flow/run.sh <==
#!/bin/bash
# OpenROAD 26Q1-2900-gdf79404cd8, Yosys 0.63+post, stock flow scripts
make -C /OpenROAD-flow-scripts/flow DESIGN_CONFIG=/design/flow/config.mk WORK_HOME=/design/flow/orfs finish
==> flow/config.mk <==
export PLATFORM = sky130hd
export DESIGN_NAME = hvsync_generator
export DESIGN_NICKNAME = hvsync_generator
export VERILOG_FILES = /design/flow/design.v
export SDC_FILE = /design/flow/constraint.sdc
export NUM_CORES = 4
export LEC_CHECK = 1
export CORE_AREA = 10 10 104 104
export DIE_AREA = 0 0 114 114
==> flow/constraint.sdc <==
current_design hvsync_generator

set clk_period 2.3
set clk_io_pct 0.2

create_clock -name clk0 -period $clk_period [get_ports {clk}]

set non_clock_inputs [all_inputs -no_clocks]
set_input_delay [expr $clk_period * $clk_io_pct] -clock clk0 $non_clock_inputs
set_output_delay [expr $clk_period * $clk_io_pct] -clock clk0 [all_outputs]
==> results.cfg <==
; physical design summary
[outcome]
status = finished, final reports clean

[routing]
avgRoutedWirePerCell_microns = 10.27
drt_iter0_drc = 59
drt.antenna.violating_nets = 0
drt-total-wl_mm = 2.321
route.met3.wl_microns = 159
drc_errors = 0
vias_per_cell = 3.235
top_layer = met4
antennaDiodeCount = 0
drt-pass1-iter-count = 4
via_count = 731
met1_length_microns = 999
wl_met2_mm = 1.117

[cts]
cts-htree-levels = 1
cts_resized = 0
cts_sinks = 22
cts-root-buf = clkbuf_8
cts_setup_buffers = 0
ctsLongestPathBuffers = 2
ctsHoldBuffers = 0
cts_tree = built
clk_pin_slew_ns = 0.08
insertion_delay_ns = 0.26
numCtsBuffers = 3

[logic_synthesis]
edf_count = 9
ys_cells = 91
yosysTopAreaCellShare = 0.2714
ff_type = dfxtp_1
topCellsByArea = edfxtp_1, dfxtp_1, xnor2_1, xor2_1, ha_1
yosysTopAreaCell = edfxtp_1
ys_seq_frac = 0.5327
syn_inst = 91
postSynth.asyncResetShare = 0
synth_cell_types = 30
syn_avg_cell_area_sq_um = 10.94
synth_area_sq_um = 996.0
yosys_warnings = 1
ys_area_sq_um = 996.0
synth_flops = 22
common_cells = dfxtp_1, edfxtp_1, nand2_1, nand3_1, nor2_1
most_common_cell = dfxtp_1

[grt]
first_global_vias = 712
antenna_found_initial = 0
track_usage = 0.03356
gr-total-overflow = 0
grt_first_pass_wirelength_mm = 3.560
grt_max_degree = 13

[sta]
totalNegativeSetupSlack_ns = 0
max_freq_mhz = 566.2
final-setup-viol-count = 0
slew_headroom = 0.7992
hold_viol_final = 0
fin_crit_sh = 0.7679
min_period_ns = 1.766
slew_violations = 0
skew_ns = 0.004627
rsz0062_at_grt = no
worstMarginPinSlew_ns = 0.2989

[power]
peakVddDrop_uv = 167.6
seqPwrFrac = 0.599
p_sw_uw = 117.0
power_density_nw_per_um2 = 473.7
power_frac_clock = 0.401
pwr-share-comb = 0
switching_share = 0.1743
cellInternalPower_uw = 554.5
power_leakage_nw = 0.5172
total_power_uw = 671.5

[die]
row_count = 34
dieWidth_microns = 114
die_h_microns = 114
fp_util = 0.1148
dieArea_sq_um = 13000
core_area_sq_um = 8678
io_pins = 23

[critical_path]
cp.buffers_inverters = 1
cp.arrival_ns = 1.31
cp_max_fo = 6
required_ns = 1.84
cp_top_family = buffers and inverters
critPathKind = reg -> out
path_cells = clkdlybuf4s50_1
slowest_stage = clkdlybuf4s50_1
startpoint_type = register
end_kind = output pin
cp_slowest_stage_delay_ns = 0.55

[place]
place_area_sq_um = 1363
place_inst = 222
port_buffers = 22
gp_congestion = 0.7808
dp_hpwl_mm = 1.833

[flow_run]
tool_warnings = 26
maxCapViolCount = 0

[min_path]
hold_path_class = reg -> reg

[final_layout]
fin_util = 0.1634
final_layout_size_suffix_gt1_frac = 0.08475
final_cells = 226
area_growth_pct = 42.34
stdcell_area_sq_um = 1418
## routing by layer
metal	track usage	up-vias
met5	0	-
met3	0.01170	2
met2	0.05809	11
li1	-	382
met1	0.03892	336
met4	0.007519	0
## through the flow
step	setup slack, ns	hold slack, ns
finish	0.5338	0.5155
global route	0.4694	0.5553
CTS	0.5152	0.5196
detailed placement	0.7170	0.4946
global placement	0.7524	0.4898
floorplan	0.6397	0.4488
## flip-flops by register name, summed over array words and instances, names as in the netlist
name	cells
inDisplayArea	1
CounterX	10
CounterY	9
vga_VS	1
vga_HS	1
## cell usage in the layout, fill, tap and decap left out, drive strengths merged, types with 3 or more instances in the layout
| cell | count |
|---|---|
| clkdlybuf4s50 | 22 |
| dfxtp | 13 |
| edfxtp | 9 |
| nand3 | 7 |
| nand2 | 7 |
| nor2 | 7 |
| xnor2 | 6 |
| inv | 5 |
| and3 | 5 |
| xor2 | 5 |
| clkbuf | 4 |
| ha | 3 |
| nand4 | 3 |
## power by group through the flow
stage	registers (mW)	logic, mW	clock network [mW]
final	0.402	0.000000279	0.269
after CTS	0.402	0.000000279	0.283
after global routing	0.402	0.000000279	0.300
## worst paths after layout
path	from	to	slack (ns)	depth (start not counted)
worst max-delay path	CounterX[4]	CounterX[4]	0.53	1
worst min-delay path	CounterX[0]	CounterX[0]	0.52	1
worst max register to register	CounterX[0]	CounterY[8]	0.73	5
worst min register to register	CounterX[0]	CounterX[0]	0.52	1
## area by class of cell
| type | count | area, sq um |
|---|---|---|
| inverter | 5 | 18.77 |
| clock buffer | 4 | 55.05 |
| tap | 108 | 135.1 |
| fill | 986 | 7261 |
| sequential | 22 | 530.5 |
| timing repair buffer | 24 | 235.2 |
| multi-input combinational | 63 | 442.9 |
## cell families (layout without fill, tap and decap cells)
family                     Yosys count  after routing  share of synthesized area
AOI/OAI and AO/OA                    9              9                    0.07161
xor gates and xnor gates            11             11                    0.09673
adders and majority gates            3              3                    0.03769
buffers and inverters                6             33                    0.02261
DFF                                 22             22                     0.5327
muxes                                1              1                    0.01131
and+or+nand+nor                     39             39                     0.2274
Power is estimated from default activity; no workload was simulated.
